$ cat design/flow/config.mk
export PLATFORM = sky130hd
export DESIGN_NAME = dsp_27x27u
export DESIGN_NICKNAME = dsp_27x27u
export VERILOG_FILES = /design/flow/design.v
export SDC_FILE = /design/flow/constraint.sdc
export NUM_CORES = 4
export LEC_CHECK = 1
export CORE_UTILIZATION = 30
$ cat design/flow/constraint.sdc
current_design dsp_27x27u

set clk_period 15.6
set clk_io_pct 0.2

create_clock -name clk0 -period $clk_period [get_ports {clock}]

set non_clock_inputs [all_inputs -no_clocks]
set_input_delay [expr $clk_period * $clk_io_pct] -clock clk0 $non_clock_inputs
set_output_delay [expr $clk_period * $clk_io_pct] -clock clk0 [all_outputs]
$ cat design/flow/design.v
module dsp_27x27u #(
    parameter FAMILY = "@FAMILY@",
    parameter LATENCY = 2,
    parameter AX_WIDTH = 27,
    parameter AY_WIDTH = 27,
    parameter RESULT_A_WIDTH = 54
) (
    input   clock,
    input   resetn,
    input   ivalid,
    input   iready,
    output  ovalid,
    output  oready,
    input [AX_WIDTH-1:0] ax,
    input [AY_WIDTH-1:0] ay,
    output [RESULT_A_WIDTH-1:0] resulta
);
initial begin
    if ((FAMILY == "Agilex") && ((LATENCY < 2) || (LATENCY > 4)))
        $fatal("(LATENCY < %d) || (LATENCY > %d): %d", 2, 4, LATENCY);
    if ((FAMILY == "Stratix 10") && ((LATENCY < 2) || (LATENCY > 4)))
        $fatal("(LATENCY < %d) || (LATENCY > %d): %d", 2, 4, LATENCY);
    if ((FAMILY == "Arria 10") && ((LATENCY < 2) || (LATENCY > 3)))
        $fatal("(LATENCY < %d) || (LATENCY > %d): %d", 2, 3, LATENCY);
end
generate
if (FAMILY == "Agilex") begin
    (* altera_attribute = "-name DSP_REGISTER_PACKING Disable" *)
    tennm_mac  #(
        .ax_width (AX_WIDTH),
        .ay_scan_in_width (AY_WIDTH),
        .operation_mode ("m27x27"),
        .ax_clken ("0"),
        .ay_scan_in_clken ("0"),
        .input_pipeline_clken ((LATENCY == 4) ? "0" : "no_reg"),
        .second_pipeline_clken ((LATENCY >= 3) ? "0" : "no_reg"),
        .output_clken ("0"),
        .scan_out_width (AY_WIDTH),
        .result_a_width (RESULT_A_WIDTH)
    ) dsp (
        .clr (2'b0),
        .ax (ax),
        .ay (ay),
        .clk (clock),
        .ena (3'b111),
        .resulta (resulta)
    );
end else if (FAMILY == "Stratix 10") begin
    (* altera_attribute = "-name DSP_REGISTER_PACKING Disable" *)
    fourteennm_mac  #(
        .ax_width (AX_WIDTH),
        .ay_scan_in_width (AY_WIDTH),
        .operation_mode ("m27x27"),
        .ax_clock ("0"),
        .ay_scan_in_clock ("0"),
        .input_pipeline_clock ((LATENCY >= 3) ? "0" : "none"),
        .second_pipeline_clock ((LATENCY == 4) ? "0" : "none"),
        .output_clock ("0"),
        .scan_out_width (AY_WIDTH),
        .result_a_width (RESULT_A_WIDTH)
    ) dsp (
        .clr (2'b0),
        .ax (ax),
        .ay (ay),
        .clk ({clock, clock, clock}),
        .ena (3'b111),
        .resulta (resulta)
    );
end else if (FAMILY == "Arria 10") begin
    (* altera_attribute = "-name DSP_REGISTER_PACKING Disable" *)
    twentynm_mac  #(
        .ax_width (AX_WIDTH),
        .ay_scan_in_width (AY_WIDTH),
        .operation_mode ("m27x27"),
        .ax_clock ("0"),
        .ay_scan_in_clock ("0"),
        .input_pipeline_clock ((LATENCY == 3) ? "0" : "none"),
        .output_clock ("0"),
        .scan_out_width (AY_WIDTH),
        .result_a_width (RESULT_A_WIDTH)
    ) dsp (
        .aclr (2'b0),
        .ax (ax),
        .ay (ay),
        .clk ({clock, clock, clock}),
        .ena (3'b111),
        .resulta (resulta)
    );
end else begin
    reg [RESULT_A_WIDTH-1:0] resulta_r[0:LATENCY-1];
    integer i;
    always @(posedge clock) begin
        resulta_r[0] <= ax * ay;
        for (i = 1; i < LATENCY; i=i+1) begin
            resulta_r[i] <= resulta_r[i-1];
        end
    end
    assign resulta = resulta_r[LATENCY-1];
end
    assign  ovalid = 1'b1;
    assign  oready = 1'b1;
endgenerate
endmodule
$ cat design/flow/run.sh
#!/bin/bash
# OpenROAD 26Q1-2900-gdf79404cd8, Yosys 0.63+post, stock flow scripts
make -C /OpenROAD-flow-scripts/flow DESIGN_CONFIG=/design/flow/config.mk WORK_HOME=/design/flow/orfs finish
==> Implementation_results.wiki <==
== Metrics ==
{| class="wikitable"
! Metric !! Value
|-
| Status || finished, final reports clean
|-
| Placement Rows || 107
|-
| Cell type of the slowest stage on the worst timing path || sky130_fd_sc_hd__fa_1
|-
| Biggest registers after layout || genblk1.genblk1.genblk1.resulta_r x108
|-
| Fraction of the mapped netlist area in adder cells || 0.571
|-
| Buffers & Inverters on Critical Path || 7
|-
| Cell accounting for the most synthesized area || sky130_fd_sc_hd__fa_1
|-
| Ports placed on the boundary || 114
|-
| Yosys synthesis chip area || 0.0261 mm^2
|-
| Number of cells in Yosys stat || 2921
|-
| Routed length per instance || 14.9 um
|-
| Share of final-layout standard cells stronger than drive strength 1 || 0.0259
|-
| Worst EP required || 15.89 ns
|-
| Starting utilization of the core area || 0.304
|-
| Tally of OpenROAD warnings || 28
|-
| Max FFs per register || 108
|-
| Initial antenna violation count || 0
|-
| Flip-flops with a built-in enable || 0
|-
| DRC violation total after the first TritonRoute iteration || 662
|-
| CTS tree || done
|-
| Critical path class || in2reg
|-
| Share of the clock period used by the worst path after layout || 0.674
|-
| Number of detailed-routing iterations run before antenna repair || 5
|-
| Most common cell type on the critical path || sky130_fd_sc_hd__fa_1
|-
| Register bank with the most flops || genblk1.genblk1.genblk1.resulta_r
|-
| Number of global-route vias before repair || ~19000
|-
| Maximum clock rate || 95.1 MHz
|-
| Post-CTS clock slew at the launch and capture registers of the worst setup and hold paths || ~0.070 ns
|-
| Sequential fraction of the synthesis area || 0.0829
|-
| Max stage delay on crit path || 0.59 ns
|-
| Buffers inserted by post-CTS timing repair || 0
|-
| Vias || 18300
|-
| Root Buffer Master || sky130_fd_sc_hd__clkbuf_16
|-
| Max FO, Critical Path || 27
|-
| Multiplexer share || 0
|-
| Last weighted congestion value of the routability-driven placer || 0.899
|-
| Worst-margin pin slew || 0.737 ns
|-
| Inserted Diodes || 0
|-
| Layout filler cell count || a little under 9000
|-
| Final setup TNS || 0 ns
|-
| Fraction of synthesized cell area taken by the top area cell type || 0.479
|-
| CP Data Arrival Time || 10.80 ns
|-
| Resized cells post-CTS || 0
|-
| GRT Total Usage || 0.151
|-
| Wire length of the first global-routing pass || 101000 um
|-
| Post-synthesis simple-gate area fraction || 0.155
|-
| Xor+xnor area frac || 0.0168
|-
| Most frequent logic cell in the layout || sky130_fd_sc_hd__inv_1
|-
| Complex-gate fraction of the synthesized area || 0.0422
|-
| Number of design rule violations left after detail routing || 0
|-
| Final hold violation count || 0
|-
| Post-layout util || 0.334
|-
| Synth logic family || adder cells
|-
| Cell Area, Synth || approximately 0.026 mm^2
|-
| CP top delay family || adder cells
|-
| Clk latency late pin || about 0.36 ns
|-
| Final setup violation count || 0
|-
| Cell types with the largest area share after synthesis || sky130_fd_sc_hd__fa_1, sky130_fd_sc_hd__inv_1, sky130_fd_sc_hd__ha_1
|-
| Total clock buffers created by CTS || 9
|-
| Critical Path Source Type || primary input
|-
| CTS sink cnt || between 100 and 150
|-
| Number of buffers between clock root and the deepest sink || 2
|-
| Tally of buffers added on design ports || 108
|-
| Unrepaired setup endpoints after global routing || no
|-
| FFs w/ async S/R, synth || 0
|-
| Main flop type || sky130_fd_sc_hd__dfxtp_1
|-
| Leading cell types in the layout, fill and taps excluded || sky130_fd_sc_hd__inv_1, sky130_fd_sc_hd__fa_1, sky130_fd_sc_hd__nand2_1
|-
| Post-route minimum period || 10.51 ns
|-
| Synth warnings || 2
|-
| Flops & latches, synth || 108
|-
| Synth Area per Inst || 8.93 um^2
|-
| Level count of the clock H-tree || 3
|-
| Estimated wirelength of the detail-placed design || 50200 um
|-
| Critical Path End Type || flip-flop
|-
| Antenna Nets Post-Route || 0
|-
| Number of standard cells after synthesis || 2921
|-
| Core area || 0.0857 mm^2
|-
| Vias per cell || 4.49
|-
| Class of the most critical hold timing path || reg2reg
|-
| Cts-stage hold buffer count || 0
|-
| Max Slew Vio Count || 0
|-
| Routed WL || 60800 um
|-
| Largest net degree at the start of global routing || 28
|-
| Area Overhead vs Synth || 9.78%
|-
| Number of library cell types mapped by synthesis || 49
|-
| GRT Residual Overflow || 0
|-
| Overall die area || 0.0881 mm^2
|-
| Max-cap violation count || 0
|-
| Die height || 297 um
|-
| Slew Limit Headroom || 0.504
|-
| Maximum clock skew at final layout || 0.00891 ns
|-
| Die X-Extent || 297 um
|}
==> final timing paths <==
check,from,end,slack [ns],cells past startpoint
setup / recovery,ax[16],genblk1.genblk1.genblk1.resulta_r[0][46],5.09,25
hold / removal,genblk1.genblk1.genblk1.resulta_r[0][21],genblk1.genblk1.genblk1.resulta_r[1][21],0.32,0
setup reg to reg,genblk1.genblk1.genblk1.resulta_r[0][49],genblk1.genblk1.genblk1.resulta_r[1][49],15.18,0
hold reg to reg,genblk1.genblk1.genblk1.resulta_r[0][21],genblk1.genblk1.genblk1.resulta_r[1][21],0.32,0
==> synth_stat cells (3+ instances only) <==
| cell | n |
|---|---|
| sky130_fd_sc_hd__a221oi_1 | 3 |
| sky130_fd_sc_hd__nor2b_1 | 4 |
| sky130_fd_sc_hd__a31oi_1 | 7 |
| sky130_fd_sc_hd__fa_1 | 624 |
| sky130_fd_sc_hd__nand2b_1 | 5 |
| sky130_fd_sc_hd__nor2_1 | 28 |
| sky130_fd_sc_hd__a211oi_1 | 3 |
| sky130_fd_sc_hd__o21bai_1 | 16 |
| sky130_fd_sc_hd__nand4_1 | 18 |
| sky130_fd_sc_hd__o211ai_1 | 3 |
| sky130_fd_sc_hd__nand2_1 | 506 |
| sky130_fd_sc_hd__buf_2 | 8 |
| sky130_fd_sc_hd__dfxtp_1 | 108 |
| sky130_fd_sc_hd__inv_1 | 742 |
| sky130_fd_sc_hd__xnor2_1 | 31 |
| sky130_fd_sc_hd__clkbuf_1 | 157 |
| sky130_fd_sc_hd__nand3_1 | 12 |
| sky130_fd_sc_hd__nor3_1 | 6 |
| sky130_fd_sc_hd__o21ai_0 | 25 |
| sky130_fd_sc_hd__a21oi_1 | 63 |
| sky130_fd_sc_hd__ha_1 | 193 |
| sky130_fd_sc_hd__and2_1 | 273 |
| sky130_fd_sc_hd__a21o_1 | 37 |
| sky130_fd_sc_hd__xor2_1 | 19 |
==> stage by stage <==
step | setup WS [ns] | hold WS (ns) | std cells | instance area (um^2)
3_5_place_dp | 4.75 | 0.312 | 4059 | 28400
3_3_place_gp | 4.72 | 0.312 | 4059 | 28400
2_1_floorplan | 6.09 | 0.310 | 2922 | 26100
6_report | 5.09 | 0.324 | 4075 | 28600
4_1_cts | 5.10 | 0.325 | 4075 | 28600
5_1_grt | 4.55 | 0.332 | 4075 | 28600
==> cell type report <==
cell class	count	area [um^2]	share of cell area
clock buffer	9	225	0.00786
clock inverter	7	58.8	0.00205
inverter	742	2790	0.0972
multi-input combinational	1903	20500	0.715
sequential	108	2160	0.0755
tap	1144	1430	0.0500
timing repair buffer	162	1490	0.0519
==> kinds of logic after synthesis <==
group                      Yosys count
buffers and inverters              911
xor gates and xnor gates            50
AOI/OAI and AO/OA                  173
and+or+nand+nor                    861
other                                1
adders and majority gates          817
DFF                                108
==> routing by layer <==
layer,up-vias,part of all wire,global-route usage
met5,-,0,0
met4,0,0.021,0.0268
met3,66,0.049,0.0314
met2,433,0.55,0.269
met1,9425,0.38,0.195
li1,8355,-,-
